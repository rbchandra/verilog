<file path="flow/design.v">
`timescale 1ns / 1ps
module count32_asy(clk,rst,count);
input clk,rst;
output reg [31:0] count;
always@(posedge clk or posedge rst)
begin
if(rst)
count = 32'b0;
else
count = count + 1;
end
endmodule
</file>
<file path="flow/run.sh">
#!/bin/bash
# OpenROAD 26Q1-2900-gdf79404cd8, Yosys 0.63+post, stock flow scripts
make -C /OpenROAD-flow-scripts/flow DESIGN_CONFIG=/design/flow/config.mk WORK_HOME=/design/flow/orfs finish
</file>
<file path="flow/config.mk">
export PLATFORM = sky130hd
export DESIGN_NAME = count32_asy
export DESIGN_NICKNAME = count32_asy
export VERILOG_FILES = /design/flow/design.v
export SDC_FILE = /design/flow/constraint.sdc
export NUM_CORES = 4
export LEC_CHECK = 1
export CORE_UTILIZATION = 30
</file>
<file path="flow/constraint.sdc">
current_design count32_asy

set clk_period 4.4
set clk_io_pct 0.2

create_clock -name clk0 -period $clk_period [get_ports {clk}]

set non_clock_inputs [all_inputs -no_clocks]
set_input_delay [expr $clk_period * $clk_io_pct] -clock clk0 $non_clock_inputs
set_output_delay [expr $clk_period * $clk_io_pct] -clock clk0 [all_outputs]
</file>
==> notes.md <==
Implementation results

Switching power as a fraction of the total was reported as 19.74%. Per the detail_route report, inserted antenna diodes total 0. Summed over all nets, the half-perimeter wirelength after detailed placement is 2.049 mm. STA puts the critical path data arrival time at 1.25 ns. For flop-to-flop paths, the worst setup slack is 2.62 ns. The root buffer cell is sky130_fd_sc_hd__clkbuf_8. The launch point of the worst register-to-register path is recorded as count[0]$_DFF_PP0_.

The starting density of the core is 31.32%. The count of endpoints failing hold in the final timing report is 0. Looking at the max-slew report, the worst-margin pin has a slew of 0.5015 ns. Sequential cells were found to cover 53.78% of the synthesized design area. After the first detailed-routing iteration, the DRC count stood at approximately 43. The warning count from the yosys run is 1. The tool flagged a number of max-cap violations equal to 0. The critical path maximum fanout is 5. The buffer_ports step reported a buffer count of 33. The filler cell count in the final layout is 456. The cell type group with the largest total delay on the critical path is buffers and inverters. The horizontal die size is 72.45 µm. The number of buffers added by the clock tree synthesis step is 5. After detailed routing, the total wire length is around 2.9 mm.

The leakage power of the design is around 0.88 nW. The maximum cell stage delay along the critical path is between 0.5 and 0.6 ns. Of the cells placed in the final design, the portion with a size suffix greater than 1 is between 8 and 9%. In the post-synthesis netlist, the biggest area contributors are sky130_fd_sc_hd__dfrtp_1, sky130_fd_sc_hd__xor2_1, sky130_fd_sc_hd__xnor2_1, sky130_fd_sc_hd__nand3_1, sky130_fd_sc_hd__nor4_2.

The clock tree from TritonCTS is done. The routed layout has around 1100 vias.

The number of levels in the clock H-tree is 2. The synthesized area divided by synthesized cell count is 11.54 µm². The TritonCTS sink count is 32. The worst-case max-slew headroom was logged as 66.47%. The report gives the cell count of the worst hold path as 1. The cell type that accounts for the most area after synthesis is sky130_fd_sc_hd__dfrtp_1. The clock period minus worst slack is 2.135 ns. The flip-flop and latch count after synthesis is 32. The first global-routing pass estimated between 5 and 6 mm of wire.

STA classifies the critical path startpoint as a flip-flop. In the setup report, the worst path falls into the class flip-flop to primary output.

The synthesized netlist contains 21 unique library cells. The number of buffers on the longest clock path is 2. Dividing the detail-routed via count by the number of cells gives between 4 and 5. The total global routing track utilization is 12.64%. The power share of the clock group is 42.8%.

The signal on the critical path passes through clkdlybuf4s50_1. The portion of total power attributed to combinational logic is 1.3%. The synthesized netlist cell count is 129. Measured along the y axis, the die boundary spans 72.45 µm. For this sky-water flow run, the detailed-routed wirelength per cell is reported as between 10 and 15 µm. Nets still carrying antenna violations after routing amount to 0. The final hold slack is 0.4746 ns. The number of buffers inserted to repair setup after CTS is 0.

The count of hold-fix buffers inserted at cts is 0. The multi-input combinational cell area is 646.9 µm². Power spread over the standard cell area amounts to roughly 270 nW/µm².

The maximum ir drop on the vdd rail is 145.4 µV. After global routing the overflow that remains totals 0. The netlist area before placement is 1489 µm².

The power report lists cell-internal power as 0.4230 mW. STA classifies the critical path endpoint as a primary output. The top cell types in the final layout, fill and taps aside, are sky130_fd_sc_hd__clkdlybuf4s50_1, sky130_fd_sc_hd__dfrtp_1, sky130_fd_sc_hd__xor2_1. For this run, design rule violations remaining after detail routing come to 0. The congestion estimate from routability-driven global placement came to roughly 0.77. The number of cells on the worst reg-to-reg path is 5. The final timing report counts setup violations totalling 0. The initial antenna violation count is 0. Compared with the post-synthesis result, the final layout area differs by 32.86%. The clock latency on the worst-skew pair is 0.28 ns. The top achievable clock speed is 0.4685 GHz. The final-report max-slew violation count is 0. Looking at the power breakdown, sequential logic takes 55.8% of the total. The sequential cell area is between 800 and 900 µm². The end point of the most critical hold path is count[31]$_DFF_PP0_. The final timing summary puts the cycle share of the worst path at 48.51%. After clock tree synthesis, the clock-pin slew on the worst setup and hold paths is 0.06 ns. The sum of buffers and inverters on the critical path is 1. The number of standard cells reported by yosys is 129. The data required time at the worst endpoint is 3.52 ns.

The switching power is roughly 0.10 mW. The via count of the first global-routing pass came to ~1100. The launch point of the worst hold path is count[31]$_DFF_PP0_. The floorplan core area is around 4800 µm².

The summed area of non-filler cells in the final layout is 1978 µm². The run finished with clean final reports. For this run, the chip area from Yosys synthesis comes to 1489 µm². The pin count of the biggest net entering global routing is 33. The final core area utilization is a little over two fifths. The flip-flop count of the largest register after layout is 32. The initialized floorplan defines 25 standard-cell rows. The logs give a warning total of 25.

The top cell type's share of synthesized area is a little over half. The detailed-router iteration count before antenna repair is 4. On the final layout, the worst clock skew is about 0.002 ns. The class of the worst hold path is flip-flop to flip-flop. Pin placement for this block handled 34 I/O pins.

The placed instance area is 1888 µm². The chip occupies 5249 µm². Among all stages on the critical path, the largest delay is contributed by sky130_fd_sc_hd__clkdlybuf4s50_1. By instance count after routing, the leading logic cell type is sky130_fd_sc_hd__clkdlybuf4s50_1. The report lists the number of cells resized after CTS as 0. The critical register-to-register path endpoint is count[20]$_DFF_PP0_. The post-route setup TNS is 0 ns.

Setup repair after global routing left no endpoint under its margin.
-- routing by layer --
layer  vias up  track usage (%)  part of all wire [%]
li1        524                -                     -
met2        39            17.96                    44
met5         -                0                     0
met4         0            1.743                   1.6
met3         6            4.225                   7.4
met1       529            19.88                    47
-- power groups by stage --
stage / clock network [mW] / registers, mW / logic [mW]
global route: 0.253 / 0.294 / 0.00862
CTS: 0.234 / 0.294 / 0.00761
finish: 0.226 / 0.294 / 0.00697
-- per-stage QoR --
stage / total power, mW / setup slack, ns / instances
3_5_place_dp: 0.3073 / 2.565 / 226
2_1_floorplan: 0.3040 / 2.829 / 129
3_3_place_gp: 0.3070 / 2.569 / 226
5_1_grt: 0.5559 / 2.221 / 234
4_1_cts: 0.5360 / 2.259 / 234
6_report: 0.5271 / 2.265 / 234
-- Yosys cell counts --
master	instances
sky130_fd_sc_hd__nor3_1	4
sky130_fd_sc_hd__nor4_1	6
sky130_fd_sc_hd__nand4_1	4
sky130_fd_sc_hd__and3_1	5
sky130_fd_sc_hd__inv_1	5
sky130_fd_sc_hd__nand3_4	2
sky130_fd_sc_hd__xnor2_1	11
sky130_fd_sc_hd__ha_1	1
sky130_fd_sc_hd__nand3_1	10
sky130_fd_sc_hd__nor4_2	4
sky130_fd_sc_hd__nand2_1	9
sky130_fd_sc_hd__and4_1	5
sky130_fd_sc_hd__nor2b_1	1
sky130_fd_sc_hd__dfrtp_1	32
sky130_fd_sc_hd__nor3b_1	1
sky130_fd_sc_hd__buf_2	3
sky130_fd_sc_hd__xor2_1	19
sky130_fd_sc_hd__nor2_1	4
sky130_fd_sc_hd__nand2_2	1
sky130_fd_sc_hd__nand3_2	1
sky130_fd_sc_hd__buf_4	1
-- worst max-delay path by stage --
stage                          startpoint   endpoint  slack (ns)  depth (start not counted)
after CTS             count[21]$_DFF_PP0_  count[21]        2.26                          1
after global routing  count[21]$_DFF_PP0_  count[21]        2.22                          1
final                 count[21]$_DFF_PP0_  count[21]        2.27                          1
-- final cells by class --
class	count	share of cell area, %
flip-flops and latches	32	40.48
multi-input cells	88	32.70
repair buffers	34	17.08
clock buffers	8	4.554
well taps	67	4.238
inverters	5	0.9488
-- logic make-up after synthesis --
| family | after synthesis | share of synthesized area (%) |
|---|---|---|
| buf+inv | 9 | 2.773 |
| xor+xnor | 30 | 17.65 |
| fa+ha+maj | 1 | 0.8402 |
| flops | 32 | 53.78 |
| simple gates | 57 | 24.96 |
Power is estimated from default activity; no workload was simulated.
